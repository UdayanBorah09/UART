$ cat flow/design.v
module uart_rx #(
    parameter CLOCK_FREQ = 27000000,     
    parameter BAUD_RATE  = 1000000       
)(
    input clk, rst,
    input Rx,
    output reg [7:0] data_out,
    output reg done
);
    reg start_err, parity_err, stop_err;
    parameter oversample_rate = 9;
    localparam integer DIVIDER = CLOCK_FREQ / (BAUD_RATE * oversample_rate);
    reg [$clog2(DIVIDER)-1:0] counter = 0;
    reg oversample_tick = 0;
    always @(posedge clk or negedge rst) begin
        if (!rst) begin
            counter <= 0;
            oversample_tick <= 0;
        end else begin
            if (counter == DIVIDER - 1) begin
                counter <= 0;
                oversample_tick <= 1;
            end else begin
                counter <= counter + 1;
                oversample_tick <= 0;
            end
        end
    end
    localparam IDLE = 0, RECEIVE = 1, PARITY_CHECK = 2, DONE = 3;
    reg [1:0] state = IDLE, next_state;
    reg [7:0] RSR = 0;
    reg [3:0] bit_count = 0;
    reg [3:0] clk_count = 0;   
    reg int_parity = 0;
    reg parity = 0;
    reg parity_check_done = 0;
    always @(posedge clk) begin
        if (!rst)
            state <= IDLE;
        else
            state <= next_state;
    end
    always @(*) begin
        case (state)
            IDLE:
                next_state = (Rx == 0) ? RECEIVE : IDLE;
            RECEIVE:
                next_state = (bit_count > 10) ? PARITY_CHECK : RECEIVE;
            PARITY_CHECK:
                next_state = (parity_check_done) ? DONE : PARITY_CHECK;
            DONE:
                next_state = IDLE;
            default:
                next_state = IDLE;
        endcase
    end
    always @(posedge clk or negedge rst) begin
        if (!rst) begin
            RSR <= 8'h00;
            bit_count <= 0;
            clk_count <= 0;
            int_parity <= 0;
            parity <= 0;
            start_err <= 0;
            parity_err <= 0;
            stop_err <= 0;
            parity_check_done <= 0;
            done <= 0;
            data_out <= 0;
        end else begin
            if (state == IDLE) begin
                RSR <= 0;
                bit_count <= 0;
                clk_count <= 0;
                int_parity <= 0;
                parity <= 0;
                start_err <= 0;
                parity_err <= 0;
                stop_err <= 0;
                parity_check_done <= 0;
                done <= 0;
            end
            else if (state == RECEIVE && oversample_tick) begin
                clk_count <= clk_count + 1;
                if (bit_count == 0 && clk_count == (oversample_rate >> 1)) begin
                    if (Rx != 0)
                        start_err <= 1;
                    bit_count <= bit_count + 1;
                    clk_count <= 0;
                end
                else if (bit_count >= 1 && bit_count <= 8 && clk_count == (oversample_rate - 1)) begin
                    RSR <= {Rx, RSR[7:1]};
                    int_parity <= int_parity ^ Rx;
                    bit_count <= bit_count + 1;
                    clk_count <= 0;
                end
                else if (bit_count == 9 && clk_count == (oversample_rate - 1)) begin
                    parity <= Rx;
                    bit_count <= bit_count + 1;
                    clk_count <= 0;
                end
                else if (bit_count == 10 && clk_count == (oversample_rate - 1)) begin
                    if (Rx != 1)
                        stop_err <= 1;
                    bit_count <= bit_count + 1;
                    clk_count <= 0;
                end
            end
            else if (state == PARITY_CHECK) begin
                if (int_parity != parity) begin
                    done <= 0;
                    parity_err <= 1;
                end else begin
                    parity_err <= 0;
                    done <= 1;
                    data_out <= RSR;
                end
                parity_check_done <= 1;
            end
            else if (state == DONE) begin
            end
        end
    end
endmodule
$ cat flow/run.sh
#!/bin/bash
# OpenROAD 26Q1-2900-gdf79404cd8, Yosys 0.63+post, stock flow scripts
make -C /OpenROAD-flow-scripts/flow DESIGN_CONFIG=/design/flow/config.mk WORK_HOME=/design/flow/orfs finish
$ cat flow/config.mk
export PLATFORM = sky130hd
export DESIGN_NAME = uart_rx
export DESIGN_NICKNAME = uart_rx
export VERILOG_FILES = /design/flow/design.v
export SDC_FILE = /design/flow/constraint.sdc
export NUM_CORES = 4
export LEC_CHECK = 1
export CORE_UTILIZATION = 30
$ cat flow/constraint.sdc
current_design uart_rx

set clk_period 3.1
set clk_io_pct 0.2

create_clock -name clk0 -period $clk_period [get_ports {clk}]

set non_clock_inputs [all_inputs -no_clocks]
set_input_delay [expr $clk_period * $clk_io_pct] -clock clk0 $non_clock_inputs
set_output_delay [expr $clk_period * $clk_io_pct] -clock clk0 [all_outputs]
==> job_summary.md <==
## Implementation flow summary

| Metric | Value |
|---|---|
| Routed via count | `1,104` |
| Reg2Reg Setup Slack | `0.90 ns` |
| Synthesis Warnings | `1` |
| Sink Count | `33` |
| Post-cts repair resize count | `0` |
| HP Start | `counter[1]` |
| Post-synth EDFFs | `0` |
| Worst hold endpoint | `counter[0]` |
| Core Footprint | `5172 sq um` |
| Max Slew Vio Count | `0` |
| Setup Skew | `0.007275 ns` |
| First-pass DRT Iterations | `4` |
| Hold WC Path Type | `reg2reg` |
| Global-route wire length before repair | `4988 um` |
| WL final | `2809 um` |
| Period utilisation layout | `71.07%` |
| Setup violations, final | `0` |
| RR Startpoint | `bit_count[0]` |
| Crit path launch type | `register` |
| Highest clock rate | `0.4539 GHz` |
| Antenna-violating nets left | `0` |
| Max-area cell share | `47.26%` |
| Leakage | `0.8416 nW` |
| Yosys stat cell total | `159` |
| Minimum clock period | `2.203 ns` |
| Max cap viols | `0` |
| Critical R2R Capture | `int_parity` |
| Global placer's final weighted congestion | `0.8872` |
| Setup TNS | `0 ns` |
| Number of setup buffers added after CTS | `0` |
| Setup ws final | `0.8969 ns` |
| Latency at later pin | `0.28 ns` |
| Hpwl dp | `1972 um` |
| Vias in the first global route | `1,059` |
| Tot GR Track Use | `10.77%` |
| PwrDens | `448.1 nW/um^2` |
| Crit. End Element | `register` |
| Most instantiated cells after synthesis | `31 x dfrtp_1, 21 x nand2_1` |
| Ports | `12` |
| Worst slack, placed | `0.8791 ns` |
| Fin. Hold Viols | `0` |
| WL/cell | `11.61 um` |
| Max Root-Sink Buffers | `2` |
| Die Y | `75.97 um` |
| Peak supply drop | `0.3134 mV` |
| Largest net degree at the start of global routing | `22` |
| CP arrival | `2.35 ns` |
| # DRC | `0` |
| Pre-Place Util | `31.74%` |
| Netlist cell types | `38` |
| Synth Seq Share | `49.70%` |
| Synthesis-to-finish area growth | `14.94%` |
| Post-synth top flop | `dfrtp_1` |
| Clk slew on worst S/H paths | `0.07 ns` |
| Hold Crit Depth | `1` |
| Die X | `75.97 um` |
| Syn Area/Cell | `10.32 sq um` |
| Antenna violations before repair | `0` |
| Relative slew slack | `53.57%` |
| Status | `complete, no violations` |
| H-tree levels | `2` |
| Row count | `26` |
| Top area cell types | `dfrtp_1 47%, mux2_2 6.2%, ha_1 5.3%, nand2_1 4.8%, mux2i_1 3.0%` |
| Crit path kind | `reg2reg` |
| Yosys reg bits | `33` |
| Reg2Reg Depth | `7` |
| Count leader, synth | `dfrtp_1` |
| TritonCTS Buffers | `5` |
| CP required | `3.25 ns` |
| Via/cell ratio | `4.562` |
| Starting DRC count in detailed routing | `90` |
| Post-Syn Instances | `159` |
| Yosys-reported design area after synthesis | `1642 sq um` |
| Share of cells above drive strength 1 | `11.05%` |
| Hold_buf cts | `0` |
| Tally of filler cells in the layout | `501` |
| Post-synth ARST share | `93.94%` |
| RSZ-0062 raised after global routing | `no` |
| Mapped cell area | `1642 sq um` |
| Stage-log warning count | `30` |
| Worst-Margin Slew | `0.6938 ns` |
| Synth area leader | `dfrtp_1` |
| Root Driver | `clkbuf_8` |
| Die Area | `5771 sq um` |
| CTS tree | `built` |
| Gr ovfl total | `0` |
| Worst-path maximum fanout | `14` |
| IO Port Bufs | `11` |
| ANT cells | `0` |
flip-flops by register name, summed over array words and instances, names as in the netlist, named ones only:
name               cells
bit_count              4
done                   1
counter                2
parity_check_done      1
oversample_tick        1
state                  1
RSR                    8
int_parity             1
data_out               8
clk_count              4
parity                 1
layer usage:
metal	global-route usage, %	vias up	share of wire (%)
li1	-	574	-
met1	17.32	505	51
met2	15.64	17	43
met3	2.190	8	4.0
met4	1.923	0	2.0
met5	0	-	0
kinds of logic after synthesis:
logic type / synth area share (%)
adders and majority gates: 5.335
DFF: 49.69
muxes: 9.223
and+or+nand+nor: 17.38
xor gates and xnor gates: 1.067
buffers and inverters: 5.106
AOI/OAI and AO/OA: 12.20
worst max-delay path by stage:
stage / start / endpoint / slack, ns / depth (start not counted)
CTS: bit_count[0] / int_parity / 0.88 / 7
global route: bit_count[1] / RSR[5] / 0.70 / 6
finish: bit_count[0] / int_parity / 0.90 / 7
worst max-delay path: stages (launching register included):
cell and delay, ns:
dfrtp_1 0.46, inv_1 0.12, ha_1 0.20, nor4b_1 0.15
or4_1 0.76, nor2_4 0.19, xnor2_1 0.13, nor2_1 0.05
layout make-up:
| class | instances | area, sq um | share of cell area (%) |
|---|---|---|---|
| inverters | 9 | 33.78 | 1.790 |
| flip-flops and latches | 33 | 815.8 | 43.24 |
| multi-input cells | 110 | 742.0 | 39.32 |
| repair buffers | 12 | 117.6 | 6.233 |
| clock buffers | 8 | 90.09 | 4.775 |
| well taps | 70 | 87.58 | 4.642 |
metrics by stage:
step	cells	area [sq um]	utilization, %	power, mW	hold WS (ns)
after global placement	234	1797	34.74	0.5280	0.4204
after floorplan	159	1642	-	0.5016	0.3244
after CTS	242	1887	36.48	0.8571	0.4404
after detailed placement	234	1797	34.74	0.5270	0.4322
final	242	1887	36.48	0.8454	0.4359
after global routing	242	1887	36.48	0.8880	0.4535
report_power, final:
group | internal [mW] | switching, mW | leakage (nW) | total [mW]
Combinational | 0.0269 | 0.0388 | 0.353 | 0.0658
Sequential | 0.437 | 0.0159 | 0.443 | 0.453
Clock | 0.181 | 0.146 | 0.0455 | 0.326
placed cells by master (no fill, tap or decap), types with 3 or more instances in the layout:
| cell | count |
|---|---|
| nor2b_1 | 4 |
| a21o_1 | 3 |
| nand2_1 | 21 |
| o211ai_1 | 4 |
| dfrtp_1 | 31 |
| ha_1 | 7 |
| nor2_1 | 9 |
| mux2i_1 | 5 |
| mux2_2 | 9 |
| a21oi_1 | 5 |
| clkdlybuf4s50_1 | 11 |
| inv_1 | 9 |
| clkbuf_8 | 6 |
| o21ai_0 | 8 |
| nand3_1 | 9 |
Power figures rest on the tool's default switching activity, not on a simulated workload.
